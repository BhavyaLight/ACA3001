File: ./run.sh
#!/bin/bash
# OpenROAD 26Q1-2900-gdf79404cd8, Yosys 0.63+post, stock flow scripts
make -C /OpenROAD-flow-scripts/flow DESIGN_CONFIG=/design/flow/config.mk WORK_HOME=/design/flow/orfs finish
File: ./config.mk
export PLATFORM = sky130hd
export DESIGN_NAME = ID_EXE_stage
export DESIGN_NICKNAME = ID_EXE_stage
export VERILOG_FILES = /design/flow/design.v
export SDC_FILE = /design/flow/constraint.sdc
export NUM_CORES = 4
export LEC_CHECK = 1
export CORE_UTILIZATION = 30
File: ./constraint.sdc
current_design ID_EXE_stage

set clk_period 1.0
set clk_io_pct 0.2

create_clock -name clk0 -period $clk_period [get_ports {clk}]

set non_clock_inputs [all_inputs -no_clocks]
set_input_delay [expr $clk_period * $clk_io_pct] -clock clk0 $non_clock_inputs
set_output_delay [expr $clk_period * $clk_io_pct] -clock clk0 [all_outputs]
File: ./design.v
`timescale 1ns / 10ps
module ID_EXE_stage (
	input  clk,  rst, 
	input [16-1:0] rdata1_in,
	input [16-1:0] rdata2_in,
	input [16-1:0] imm_in,
	input [2:0] opcode_in,
	input alusrc_in,
	input [4-1:0]waddr_in, 
	input wen_in,
	input memWrite_in,
	input memRead_in,
	input memToReg_in,
	input branch_in,
	input [16-1:0] PC_in,
	input jal_in,
	output reg [16-1:0] rdata1_out,
	output reg [16-1:0] rdata2_out,
	output reg [16-1:0] imm_out,
	output reg [2:0] opcode_out,
	output reg alusrc_out,
	output reg wen_out,
	output reg memWrite_out,
	output reg memRead_out,
	output reg memToReg_out,
	output reg branch_out,
	output reg [16-1:0] PC_out,
	output reg[4-1:0]waddr_out,
	output reg jal_out
);
always @ (posedge clk) begin
	if(rst)
	begin
		waddr_out <= 0;
		rdata1_out <= 0;
		rdata2_out <= 0;
		imm_out<=0;
		opcode_out<=0;
		alusrc_out<=0;
	   wen_out<=0;
	   memWrite_out<=0;
	   memRead_out<=0;
	   memToReg_out<=0;
	   branch_out<=0;
		PC_out<=0;
		jal_out<=0;
	end
   else
	begin
		waddr_out <= waddr_in;
		rdata1_out <= rdata1_in;
		rdata2_out <= rdata2_in;
		imm_out<=imm_in;
		opcode_out<=opcode_in;
		alusrc_out<=alusrc_in;
	   wen_out<=wen_in;
	   memWrite_out<=memWrite_in;
	   memRead_out<=memRead_in;
	   memToReg_out<=memToReg_in;
	   branch_out<=branch_in;
		PC_out<=PC_in;
		jal_out<=jal_in;
	end
end
endmodule
==> results_dict.tcl <==
# yosys + openroad results
set metrics [dict create \
    grt_util_met2 0.199 \
    met3_usage 0.0586 \
    drt-vias-per-instance 3.74 \
    grt_pass1_vias 1480 \
    drt.antenna.violating_nets 0 \
    rows 30 \
    crit_arrival_ns 0.76 \
    cts_buffers 9 \
    min_path_type "in2reg" \
    initCoreUtil 0.310 \
    synth.avg_cell_area_sq_um 12.8 \
    core_area_sq_um 6790 \
    chip_area_sq_um 7350 \
    numPortBuffers 157 \
    die_h_um 85.8 \
    ctsLongestPathBuffers 2 \
    grt_max_degree 43 \
    synthCells 164 \
    hold_buffers 0 \
    fmax_ghz 1.04 \
    leakage_uw 0.00164 \
    grt_pass1_wl_um 7440 \
    finalSetupViolCount 0 \
    peakVddDrop_uv 950 \
    cp_slowest_cell "dfxtp_2" \
    period_used_share 0.960 \
    n_antenna_cell 0 \
    grt.busiest_layer "met2" \
    tool_warnings 26 \
    htree_levels 3 \
    grt_usage 0.134 \
    cp_max_fo 1 \
    totalWireLength_um 4770 \
    crit_chain "buf_2" \
    cts.sinks 78 \
    drtIter0Drc 29 \
    area_growth_pct 72.5 \
    ys_warn_count 1 \
    rsz0062_at_grt "true" \
    post-route-util 0.534 \
    met1_usage 0.188 \
    holdWs_ns 0.308 \
    hold_violations 0 \
    cp_num_buf_inv 1 \
    maxSlewHeadroom 0.879 \
    gp_congestion 0.730 \
    drive_above_1_share 0.306 \
    power_density_nw_per_um2 1830 \
    critical_path_class "reg2out" \
    num_vias 1595 \
    slew_viol_final 0 \
    chipWidth_um 85.8 \
    worstSetupStartpointType "flop" \
    fillCellCount 636 \
    status "finished, final reports clean" \
    required_ns 0.80 \
    period_needed_ns 0.960 \
    cts_tree "built" \
    yosys_cells 164 \
    path_clk_slew_ns 0.07 \
    endpoint_kind "primary output" \
    layout_top_cell "buf_2" \
    drv_cap 0 \
    yosysChipArea_sq_um 2100 \
    root_buffer "clkbuf_8" \
    synthesis.area_sq_um 2100 \
    tightest_slew_ns 0.181 \
    lay_top_cells "79 x buf_2, 78 x nor2b_1, 78 x clkdlybuf4s50_1" \
    synth_flops 78 \
    num_io_pins 158 \
    yosys.stat.seqShare 0.742 \
    wl_per_cell_um 11.2 \
    cpPeakStageDelay_ns 0.31 \
    drtPass1Iterations 2 \
    antenna_found_initial 0 \
    grt_overflow 0 \
    drc 0 \
    crit_family "flip-flops" \
    dp_hpwl_um 3450 \
    synth_cell_types 5 \
]
## cells by family (layout without fill, tap and decap cells)
logic type             count (synthesis)  in the layout  synth area share
and+or+nand+nor                       78             78             0.232
buffers and inverters                  8            174            0.0262
DFF                                   78             78             0.742
## cells in the mapped netlist (all sizes together)
library cell,count,area (sq um)
nor2b,78,488
dfxtp,78,1560
buf,8,55.1
## cell type report
type | instances | area (sq um) | area share
Timing Repair Buffer | 159 | 1220 | 0.335
Multi-Input combinational cell | 78 | 488 | 0.134
Sequential cell | 78 | 1570 | 0.432
Clock inverter | 4 | 95.1 | 0.0262
Tap cell | 96 | 120 | 0.0331
Clock buffer | 11 | 141 | 0.0390
## per-layer routing
metal  routed length [um]  up-vias  part of all wire
met1                 1930      683              0.40
met2                 2150       89              0.45
li1                     -      813                 -
met5                    0        -                 0
met3                  588       10              0.12
met4                  103        0             0.022
## state kept, by name, indices dropped and copies added, names as in the netlist
signal and flops:
waddr_out 4, opcode_out 3, jal_out 1, memRead_out 1, imm_out 16, PC_out 16
rdata2_out 16, memToReg_out 1, branch_out 1, memWrite_out 1, alusrc_out 1, rdata1_out 16
wen_out 1
## worst paths after layout
kind | start | endpoint | slack [ns] | cells after the start
setup / recovery | waddr_out[3] | waddr_out[3] | 0.04 | 1
hold / removal | rst | PC_out[7] | 0.31 | 3
## repair_timing
| action | in CTS | in global routing |
|---|---|---|
| setup buffers | 0 | 0 |
| gates resized | 239 | 3 |
| endpoints found under the setup margin | 78 | 3 |
## report_power, final
part / leakage, uW / switching [uW] / internal, uW
Clock: 0.000119 / 1050 / 1710
Sequential: 0.000652 / 30.5 / 3270
Combinational: 0.000870 / 134 / 456
## through the flow
| step | cell area, sq um | total power, uW | setup slack [ns] | TNS (ns) | instances |
|---|---|---|---|---|---|
| after floorplan | 2100 | 3490 | 0.377 | 0 | 164 |
| after global placement | 3780 | 4130 | 0.0203 | 0 | 411 |
| after detailed placement | 3780 | 4130 | 0.0203 | 0 | 411 |
| after CTS | 3630 | 6760 | 0.0207 | 0 | 426 |
| after global routing | 3630 | 6960 | -0.00244 | -0.00599 | 426 |
| final | 3630 | 6650 | 0.0404 | 0 | 426 |
Power is estimated from default activity; no workload was simulated.

==> design/flow/design.v <==
`timescale 1ns / 10ps
module alu(
   a,    
   b,    
   op,    
	zero,   
   out    
   );
   input [16-1:0] a, b;
   input [2:0] op;
	output reg zero;
   output [16-1:0] out;
	reg [16-1:0] out; 
always @(a or b or op )
begin
   case(op)
       4'b0000: out = a+b;
       4'b0001: out = a - b;
       4'b0010: out = a & b;
       4'b0011:  out = a^b;
       4'b0100: out = a << b;
       4'b0101: out = a >> b;
       4'b0110: out = a<=b;
       4'b0111: out = a*b;
   endcase
	if(a==b)
	begin
	zero=1;
	end
	else
	begin
	zero=0;
	end
end
endmodule
==> design/flow/run.sh <==
#!/bin/bash
# OpenROAD 26Q1-2900-gdf79404cd8, Yosys 0.63+post, stock flow scripts
make -C /OpenROAD-flow-scripts/flow DESIGN_CONFIG=/design/flow/config.mk WORK_HOME=/design/flow/orfs finish
==> design/flow/config.mk <==
export PLATFORM = sky130hd
export DESIGN_NAME = alu
export DESIGN_NICKNAME = alu
export VERILOG_FILES = /design/flow/design.v
export SDC_FILE = /design/flow/constraint.sdc
export NUM_CORES = 4
export LEC_CHECK = 1
export CORE_UTILIZATION = 30
==> design/flow/constraint.sdc <==
current_design alu

set clk_period 7.9
set clk_io_pct 0.2

create_clock -name clk0 -period $clk_period

set non_clock_inputs [all_inputs -no_clocks]
set_input_delay [expr $clk_period * $clk_io_pct] -clock clk0 $non_clock_inputs
set_output_delay [expr $clk_period * $clk_io_pct] -clock clk0 [all_outputs]
==> impl_metrics.csv <==
group,metric,value,unit
synth,yosysMostFrequentCell,"inv_1",
power,powerDensity,361,nW/µm²
synth,synth.top_cell.area_share,21.7,%
routing,firstDrtPassIters,7,
power,power_frac_seq,0,%
layout,flop-count,0,
run,cap_violations,0,
outcome,status,"complete, but fails checks",
grt,antenna_found_initial,0,
setup_path,crit_start,"b[5]",
power,combPwrFrac,100.0,%
placed_design,place_area,9220,µm²
layout,utilization,40.4,%
power,power_leakage,4.57,nW
sta,rsz0062_at_grt,"true",
setup_path,cp.required,6320,ps
floorplan,core,24500,µm²
grt,grt_pass1_wl,44400,µm
routing,wl_per_cell,19.1,µm
routing,drt_drc_violations_left,0,
setup_path,path_class,"in -> out",
routing,drt_wl_total,28400,µm
outcome,violations,"setup timing",
setup_path,crit_path_max_fanout,5,
placed_design,port-buffer-count,52,
sta,slew_violations,0,
layout,drive_above_1_share,27.6,%
setup_path,worst_setup_path_start_kind,"primary input",
setup_path,endpoint,"out[11]",
synth,syn_area_per_cell,7.42,µm²
power,swShare,48.5,%
floorplan,die_h,161,µm
grt,grt_usage,23.1,%
power,clockPowerShare,0,%
synth,synthTopCellsByCount,"inv_1 (152), nand2_1 (117), nor2_1 (95)",
floorplan,fp_util,30.8,%
power,peakVddDrop,0.552,mV
power,p_int,1.84,mW
synth,yosys_cells,1019,
routing,viasPerCell,5.23,
setup_path,critPathCaptureType,"primary output",
floorplan,die-area,25900,µm²
synth,top_cells_by_area,"fa_1 (22%), ha_1 (13%), inv_1 (7.5%), nand2_1 (5.8%), nor2_1 (4.7%)",
sta,setup_slack,-403,ps
routing,drt_iter0_drc,680,
grt,grt-ovfl-total,0,
sta,worstMarginPinSlew,704,ps
floorplan,rows,57,
routing,antenna_cells,0,
layout,fin_area,9900,µm²
power,net-switching-power,1.73,mW
layout,clock_buffers,0,
sta,timing.fmax,120,MHz
power,total_power,3.58,mW
sta,post-route-period-util,105,%
synth,xor_area_share,4.98,%
grt,grt_start_max_net_pins,33,
placed_design,dp_hpwl,23300,µm
grt,grt_pass1_vias,7523,
run,warnings,51,
layout,area_delta_synth_final,30.8,%
sta,finalHoldViolCount,0,
synth,yosysWarnings,1,
synth,syn-cell-area,7570,µm²
synth,aoi_share,20.1,%
floorplan,pin_count,52,
placed_design,gp_congestion,1.02,
synth,top_logic_kind,"adder cells",
layout,seqCellArea,0,µm²
synth,ys_sh_simple,19.9,%
sta,finalSetupViolCount,6,
synth,synth_seq_share,0,%
synth,synth_cell_types,75,
hold_path,hold_path_class,"in -> out",
synth,ys_sh_adder,35.1,%
routing,vias,7766,
clock_network,cts_hold_buffers,0,
synth,ys_chip_area,7570,µm²
synth,synthCells,1019,
setup_path,arrival,6720,ps
routing,antenna_left,0,
sta,relSlewSlack,53.1,%
sta,period_needed,8300,ps
synth,mux_share,8.17,%
synth,synth_top_cell_by_area,"fa_1",
floorplan,die_w,161,µm
[critical path, stage by stage]
cell and delay (ps):
buf_8 110, buf_6 120, and2_4 130, fa_1 560, fa_1 430, ha_2 190, fa_1 490, inv_2 40
fa_1 460, fa_1 500, inv_2 40, ha_4 210, or2_4 230, o311a_1 130, buf_4 140, o31a_1 310
a21oi_2 140, buf_4 140, a211o_1 170, inv_2 50, a221o_1 300, a22oi_1 140, buf_2 120
[kinds of logic (layout without fill, tap and decap cells)]
kind of cell             count (synthesis)  count (layout)
AND-OR/OR-AND                          226             226
XOR/XNOR                                43              43
AND/OR/NAND/NOR                        322             322
adder cells (fa/ha/maj)                163             163
buffers and inverters                  222             364
multiplexers                            43              43
[metrics by stage]
| step | TNS (ps) | hold WS [ps] | setup WS, ps | cells |
|---|---|---|---|---|
| 6_report | -1870 | 3870 | -403 | 1485 |
| 3_5_place_dp | -10510 | 4390 | -1450 | 1455 |
| 2_1_floorplan | -1200 | 3330 | -344 | 1019 |
| 5_1_grt | -3110 | 3890 | -614 | 1485 |
| 3_3_place_gp | -10420 | 4370 | -1430 | 1455 |
| 4_1_cts | -2340 | 3850 | -493 | 1483 |
[final cells by class]
| class | instances | area [µm²] |
|---|---|---|
| Multi-Input combinational cell | 797 | 7190 |
| Inverter | 158 | 597 |
| Fill cell | 2508 | 14600 |
| Tap cell | 324 | 405 |
| Timing Repair Buffer | 206 | 1710 |
[routing by layer]
| layer | track usage [%] | vias to the layer above | share of wire [%] |
|---|---|---|---|
| met5 | 0.379 | - | 0 |
| met4 | 4.72 | 0 | 2.6 |
| met3 | 4.98 | 41 | 7.9 |
| met2 | 32.6 | 331 | 42 |
| met1 | 36.7 | 3703 | 47 |
| li1 | - | 3691 | - |
[worst min-delay path by stage]
stage / from / endpoint / slack [ps] / cells after the start
CTS: b[4] / out[12] / 3850 / 5
global route: b[4] / out[12] / 3890 / 5
finish: b[4] / out[12] / 3870 / 5
[what timing repair did]
action                     in CTS  in global routing
cloned                          0                  0
setup endpoints to repair      11                  9
resized                       202                 47
pin swaps                      71                 49
buffers inserted               29                  4
[power by group through the flow]
stage                 clock, mW  combinational (mW)  sequential (mW)
final                         0                3.58                0
after CTS                     0                3.34                0
after global routing          0                3.88                0
[layout by cell type (no fill, tap or decap), types with 7 or more instances in the layout]
master           count
nor2b_1              7
a221o_1              8
nand2_1            113
ha_1                65
o21ai_1             12
o21ai_0             48
mux4_2              14
a21o_1               8
and2_4              10
nor2_1              90
buf_2               12
clkdlybuf4s50_1     18
inv_2               24
o21a_1               9
o211ai_1             9
xnor2_1             30
fa_1                76
and2_1              25
inv_1              131
nand2b_1            11
buf_4              133
a21oi_1             46
ha_4                10
mux2i_1             22
buf_6               27
a221oi_1             9
nand3_1             10
nor3_1              11
Power and IR drop assume default switching activity.
